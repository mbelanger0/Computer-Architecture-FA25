===== design.v =====
module fade #(
    parameter INC_DEC_INTERVAL = 12000,      
    parameter INC_DEC_MAX = 200,             
    parameter PWM_INTERVAL = 1200,           
    parameter INC_DEC_VAL = PWM_INTERVAL / INC_DEC_MAX
)(
    input logic clk, 
    output logic [$clog2(PWM_INTERVAL) - 1:0] pwm_value
);
    localparam PWM_INC = 1'b0;
    localparam PWM_DEC = 1'b1;
    logic current_state = PWM_INC;
    logic next_state;
    logic [$clog2(INC_DEC_INTERVAL) - 1:0] count = 0;
    logic [$clog2(INC_DEC_MAX) - 1:0] inc_dec_count = 0;
    logic time_to_inc_dec = 1'b0;
    logic time_to_transition = 1'b0;
    initial begin
        pwm_value = 0;
    end
    always_ff @(posedge time_to_transition)
        current_state <= next_state;
    always_comb begin
        next_state = 1'bx;
        case (current_state)
            PWM_INC:
                next_state = PWM_DEC;
            PWM_DEC:
                next_state = PWM_INC;
        endcase
    end
    always_ff @(posedge clk) begin
        if (count == INC_DEC_INTERVAL - 1) begin
            count <= 0;
            time_to_inc_dec <= 1'b1;
        end
        else begin
            count <= count + 1;
            time_to_inc_dec <= 1'b0;
        end
    end
    always_ff @(posedge time_to_inc_dec) begin
        case (current_state)
            PWM_INC:
                pwm_value <= pwm_value + INC_DEC_VAL;
            PWM_DEC:
                pwm_value <= pwm_value - INC_DEC_VAL;
        endcase
    end
    always_ff @(posedge time_to_inc_dec) begin
        if (inc_dec_count == INC_DEC_MAX - 1) begin
            inc_dec_count <= 0;
            time_to_transition <= 1'b1;
        end
        else begin
            inc_dec_count <= inc_dec_count + 1;
            time_to_transition <= 1'b0;
        end
    end
endmodule
module pwm #(
    parameter PWM_INTERVAL = 1200        
)(
    input logic clk, 
    input logic [$clog2(PWM_INTERVAL) - 1:0] pwm_value, 
    output logic pwm_out
);
    logic [$clog2(PWM_INTERVAL) - 1:0] pwm_count = 0;
    always_ff @(posedge clk) begin
        if (pwm_count == PWM_INTERVAL - 1) begin
            pwm_count <= 0;
        end
        else begin
            pwm_count <= pwm_count + 1;
        end
    end
    assign pwm_out = (pwm_count > pwm_value) ? 1'b0 : 1'b1;
endmodule
module top #(
    parameter PWM_INTERVAL = 1200        
)(
    input logic     clk, 
    output logic    RGB_R,
    output logic    RGB_G,
    output logic    RGB_B,
);
    logic [$clog2(PWM_INTERVAL) - 1:0] pwm_value;
    logic pwm_out;
    fade #(
        .PWM_INTERVAL   (PWM_INTERVAL)
    ) u1 (
        .clk            (clk), 
        .pwm_value      (pwm_value)
    );
    pwm #(
        .PWM_INTERVAL   (PWM_INTERVAL)
    ) u2 (
        .clk            (clk), 
        .pwm_value      (pwm_value), 
        .pwm_out        (pwm_out)
    );
    assign RGB_R = ~pwm_out;
    assign RGB_G = ~RGB_R;
    assign RGB_B = ~RGB_G;
endmodule

===== run.sh =====
#!/bin/bash
# OpenROAD 26Q1-2900-gdf79404cd8, Yosys 0.63+post, stock flow scripts
make -C /OpenROAD-flow-scripts/flow DESIGN_CONFIG=/design/flow/config.mk WORK_HOME=/design/flow/orfs finish

===== config.mk =====
export PLATFORM = sky130hd
export DESIGN_NAME = top
export DESIGN_NICKNAME = top
export VERILOG_FILES = /design/flow/design.v
export SDC_FILE = /design/flow/constraint.sdc
export NUM_CORES = 4
export LEC_CHECK = 1
export CORE_UTILIZATION = 50

===== constraint.sdc =====
current_design top

set clk_period 2.4
set clk_io_pct 0.2

create_clock -name clk0 -period $clk_period [get_ports {clk}]

set non_clock_inputs [all_inputs -no_clocks]
set_input_delay [expr $clk_period * $clk_io_pct] -clock clk0 $non_clock_inputs
set_output_delay [expr $clk_period * $clk_io_pct] -clock clk0 [all_outputs]

==> notes.md <==
Implementation results.

The worst min-delay path class is reg -> reg. STA classifies the critical path startpoint as a flip-flop. Excluding fillers, the count of instances in the completed layout stands at 291. The required time at the worst endpoint is listed as 1.92 ns. The maximum count of clock buffers along a single path is 2. CTS added clock buffers totalling 3.

The timer found 20 register pins that no clock reaches; their paths are not timed. The layout has 345 filler cells. According to the floorplan report, the die height is 68.31 um. The most common logic cells in the final layout are dfxtp_1, nor2_1, inv_1.

The count of vias placed by the detailed router is 1,485. The average footprint of a synthesized cell is 9.558 um2. The critical setup path kind is reg -> out.

Synthesis handed over a netlist of 230 instances. The number of global-route vias before repair is 1,379. The synthesis-to-finish area growth is 10.98%. Looking at the max-slew report, the worst-margin pin has a slew of 0.7399 ns. After synthesis, the cell types taking the most area are dfxtp_1, ha_1, xnor2_1, xor2_1, nor2_1. The flow ran to the end, and the final reports show no timing, DRC or antenna violations. The finished cells cover 0.002440 mm2. On the final layout, the worst hold slack is 0.4690 ns. The most numerous logic cell after layout is dfxtp_1. The number of antenna violations at the first check in global routing is 0.

The timing report notes that buffer and inverter cells on the critical path total 2. The yosys stat cell total is 230. The number of I/O port buffers is 3. Data arrives at the worst endpoint at 1.82 ns. The largest area contributor in the netlist is dfxtp_1. The category of cells accounting for the largest share of critical-path delay is flip-flops. The delay of the slowest cell on the worst path is 0.35 ns. In this run the count of I/O pins placed on the die edge is 4.

Per the STA report, the cell with the highest stage delay on the worst path is dfxtp_2. Per the summary, power density relative to cell area is 271.4 mW/mm2. The analysis attributes to cell leakage a power of 1.097 nW. The maximum frequency from static timing analysis is 435.3 MHz.

The number of different library cells used by synthesis comes to 34. After synthesis the cells add up to 0.002198 mm2. The worst voltage drop across the vdd grid is 0.0002856 V. Of all nets on the critical path, the largest fanout is 3. The chip area line of the yosys report is 0.002198 mm2.

The cts-stage hold buffer count is 0. The remaining max-slew budget at the tightest pin is 0.5056. The kind of capture point of the worst setup path is an output pin. The warning count from the yosys run is 2. The area of placed instances is 0.002298 mm2. The maximum number of pins on one net before global-route repair is 20. The iteration count recorded for the first detailed-route pass is 4. In the finished design, the share of the clock period the worst path needs comes to 0.9571. Leaving out buffers and inverters, the combinational logic in the layout accounts for 0.001240 mm2. The share of synthesized area occupied by flip-flops and latches is 0.4189. Overall power consumption after layout is estimated at 0.0006622 W. Max-slew check failures listed in the final report amount to 0. The script parses the final routing iteration and logs DRC violations as 0. The H-tree depth is 1. The number of core rows is 23. According to the floorplan report, the placeable core area is 0.004115 mm2. TritonRoute output was used to compute an average wire per cell of 11.77 um. The count of routing violations after the opening detailed-route iteration is 48.

Per the placement report, the placed cell count is 284. Warnings raised by the tools during the run amount to 26. The final core utilization is 0.5929. The routed design could run at a clock period as short as 2.297 ns. Setup repair after global routing left no endpoint under its margin.

The share of synthesized area in the top cell type comes to 0.4189. The first global-routing pass estimated 5.858 mm of wire. The final hold violation count is 0. Per the GRT congestion report, total overflow comes to 0. The area occupied by registers is 930.9 um2. The count of maximum capacitance violations is 0. The HPWL after detailed placement is 2.570 mm. TritonCTS built the clock tree. The wire length reported by the detailed router is 3.425 mm. Total global-route track usage over all layers is 0.1674.

In this run the critical path is formed by ha_4 -> nand4_1 -> nor3_2 -> a221oi_2 -> a32oi_2 -> inv_1 -> dlygate4sd2_1. For this run, the script counts the antenna cells in the layout as 0. The worst-case clock skew is 0.002342 ns. The count of nets left with antenna violations once routing finished came out at 0. The flip-flop and latch count after synthesis is 46.

The die width is 68.31 um. The number of unconstrained endpoints is 20. For reference, the clock transition at the flip-flops on the worst setup and hold paths is 0.08 ns. The mean number of vias per cell is 5.103. Per the CTS log, the root buffer master is clkbuf_8. The fraction of layout cells with a size suffix above 1 is 0.1120. The clock latency reported for the late side of the worst-skew pair is 0.26 ns. The number of endpoints failing setup at the final stage is 0. The floorplan core density is 0.5342. The final weighted congestion in routability-driven placement is 0.8354. The chip occupies 0.004666 mm2.
[stage by stage]
stage / setup TNS, ns / worst slack, ns
after detailed placement: 0 / 0.008886
after global routing: 0 / 0.007580
after CTS: -0.2056 / -0.1030
final: 0 / 0.1030
after floorplan: 0 / 0.5190
after global placement: 0 / 0.09039
[flip-flops by register name, indices dropped and copies added, names as in the netlist]
| name | count |
|---|---|
| u1.pwm_value | 10 |
| u1.inc_dec_count | 8 |
| u1.count | 14 |
| u2.pwm_count | 11 |
| u1.time_to_transition | 1 |
| u1.current_state | 1 |
| u1.time_to_inc_dec | 1 |
[power breakdown]
group,switching [W],leakage (nW),total [W],internal (W)
Clock,0.000121,0.0216,0.000233,0.000112
Sequential,0,0.374,0.000430,0.000430
Combinational,0,0.701,0.000000000701,0
[metal layers]
metal / part of all wire / global-route usage / vias to the layer above
li1: - / - / 801
met1: 0.52 / 0.2423 / 671
met2: 0.45 / 0.2806 / 11
met3: 0.023 / 0.03041 / 2
met4: 0.0035 / 0.007813 / 0
met5: 0 / 0 / -
[cell families after synthesis]
logic type      after synthesis  synth area share
buf+inv                      23           0.04268
xor+xnor                     32            0.1275
compound gates               27           0.09392
simple gates                 78            0.1793
flops                        46            0.4189
fa+ha+maj                    22            0.1286
mux                           2          0.009107
[Yosys cell counts]
library cell  count
dfxtp_1          46
nor2_1           25
ha_1             21
inv_1            20
xnor2_1          19
xor2_1           13
nand3_1          12
a21oi_1          10
nand2_1           9
nor3_1            8
a21o_1            7
nand4_1           5
and3_1            4
nor2b_1           4
buf_4             2
mux2i_1           2
nand2b_1          2
nand4b_1          2
nor3b_1           2
o21a_1            2
o21ai_0           2
a2111oi_4         1
a221oi_1          1
a32oi_1           1
a41o_1            1
and2_1            1
and4_1            1
fa_1              1
inv_2             1
nor4_2            1
o21bai_1          1
o41ai_2           1
or2_2             1
or3_1             1
[area by class of cell]
class                      instances  share of cell area
multi-input combinational        161              0.5082
sequential                        46              0.3815
timing repair buffer              10             0.03538
inverter                          21             0.03231
tap                               50             0.02564
clock buffer                       3             0.01692
[repair_timing]
item,in CTS,in global routing
setup endpoints to repair,3,3
setup buffers,2,2
resized,12,4
pin swaps,7,1
[path summary, 6_finish.rpt]
| check | startpoint | to | slack (ns) | cells after the start |
|---|---|---|---|---|
| hold reg to reg | u2.pwm_count[0] | u2.pwm_count[0] | 0.47 | 1 |
| hold / removal | u2.pwm_count[0] | u2.pwm_count[0] | 0.47 | 1 |
| setup reg to reg | u2.pwm_count[6] | u2.pwm_count[5] | 0.62 | 5 |
| setup / recovery | u2.pwm_count[10] | RGB_G | 0.10 | 7 |
Power figures rest on the tool's default switching activity, not on a simulated workload.
