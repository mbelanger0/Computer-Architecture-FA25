`design/flow/config.mk`:
```
export PLATFORM = sky130hd
export DESIGN_NAME = controller
export DESIGN_NICKNAME = controller
export VERILOG_FILES = /design/flow/design.v
export SDC_FILE = /design/flow/constraint.sdc
export NUM_CORES = 4
export LEC_CHECK = 1
export CORE_UTILIZATION = 30
```
`design/flow/constraint.sdc`:
```
current_design controller

set clk_period 3.7
set clk_io_pct 0.2

create_clock -name clk0 -period $clk_period [get_ports {clk}]

set non_clock_inputs [all_inputs -no_clocks]
set_input_delay [expr $clk_period * $clk_io_pct] -clock clk0 $non_clock_inputs
set_output_delay [expr $clk_period * $clk_io_pct] -clock clk0 [all_outputs]
```
`design/flow/design.v`:
```
module controller (
    input logic clk, 
    output logic load_sreg, 
    output logic transmit_pixel, 
    output logic [5:0] pixel, 
    output logic [4:0] frame
);
    localparam TRANSMIT_FRAME       = 1'b0;
    localparam IDLE                 = 1'b1;
    localparam [2:0] READ_CH_VALS   = 3'b001;
    localparam [2:0] LOAD_SREG      = 3'b010;
    localparam [2:0] TRANSMIT_PIXEL = 3'b100;
    localparam [8:0] TRANSMIT_CYCLES    = 9'd360;        
    localparam [19:0] IDLE_CYCLES       = 20'd351832;    
    logic state = TRANSMIT_FRAME;
    logic next_state;
    logic [2:0] transmit_phase = READ_CH_VALS;
    logic [2:0] next_transmit_phase;
    logic [5:0] pixel_counter = 6'd63;
    logic [4:0] frame_counter = 5'd0;
    logic [8:0] transmit_counter = 9'd0;
    logic [19:0] idle_counter = 20'd0;
    logic transmit_pixel_done;
    logic idle_done;
    assign transmit_pixel_done = (transmit_counter == TRANSMIT_CYCLES - 1);
    assign idle_done = (idle_counter == IDLE_CYCLES - 1);
    always_ff @(negedge clk) begin
        state <= next_state;
        transmit_phase <= next_transmit_phase;
    end
    always_comb begin
        next_state = 1'bx;
        unique case (state)
            TRANSMIT_FRAME:
                if ((pixel_counter == 6'd0) && (transmit_pixel_done))
                    next_state = IDLE;
                else
                    next_state = TRANSMIT_FRAME;
            IDLE:
                if (idle_done)
                    next_state = TRANSMIT_FRAME;
                else
                    next_state = IDLE;
        endcase
    end
    always_comb begin
        next_transmit_phase = READ_CH_VALS;
        if (state == TRANSMIT_FRAME) begin
            case (transmit_phase)
                READ_CH_VALS:
                    next_transmit_phase = LOAD_SREG;
                LOAD_SREG:
                    next_transmit_phase = TRANSMIT_PIXEL;
                TRANSMIT_PIXEL:
                    next_transmit_phase = transmit_pixel_done ? READ_CH_VALS : TRANSMIT_PIXEL;
            endcase
        end
    end
    always_ff @(negedge clk) begin
        if ((state == TRANSMIT_FRAME) && transmit_pixel_done) begin
            pixel_counter <= pixel_counter - 1;
        end
    end
    always_ff @(negedge clk) begin
        if (idle_done) begin
            frame_counter <= frame_counter + 1;
        end
    end
    always_ff @(negedge clk) begin
        if (transmit_phase == TRANSMIT_PIXEL) begin
            transmit_counter <= transmit_counter + 1;
        end
        else begin
            transmit_counter <= 9'd0;
        end
    end
    always_ff @(negedge clk) begin
        if (state == IDLE) begin
            idle_counter <= idle_counter + 1;
        end
        else begin
            idle_counter <= 20'd0;
        end
    end
    assign pixel = pixel_counter;
    assign frame = frame_counter;
    assign load_sreg = (transmit_phase == LOAD_SREG);
    assign transmit_pixel = (transmit_phase == TRANSMIT_PIXEL);
endmodule
```
`design/flow/run.sh`:
```
#!/bin/bash
# OpenROAD 26Q1-2900-gdf79404cd8, Yosys 0.63+post, stock flow scripts
make -C /OpenROAD-flow-scripts/flow DESIGN_CONFIG=/design/flow/config.mk WORK_HOME=/design/flow/orfs finish
```
==> impl_metrics.tcl <==
# implementation run metrics
set metrics [dict create \
    crit_slowest_cell "sky130_fd_sc_hd__or3b_4" \
    boundaryPins 14 \
    p_leak_nw 1.25 \
    clock_insertion_delay_worst_skew_ns 0.36 \
    critPathMaxFanout 2 \
    clock_path_buffers 2 \
    yosys-stat-area_mm2 0.00197 \
    max-cap-violations 0 \
    final-setup-viol-count 1 \
    asyncSetResetFlopFracSynth_pct 0 \
    antenna_cells_inserted 0 \
    die_area_mm2 0.00688 \
    yosysTopAreaCell "sky130_fd_sc_hd__dfxtp_1" \
    grt_pass1_wl_um 6090 \
    synth-edff-count 11 \
    floorplan.initialDensity_pct 31.0 \
    synthFlopType "sky130_fd_sc_hd__dfxtp_1" \
    vias 1553 \
    grt_antenna_before_repair 0 \
    path_cells "or3b_4, inv_2, buf_2" \
    holdCritStartpoint "transmit_counter[0]" \
    worstPathRequired_ns 2.96 \
    critPathCaptureType "output port" \
    post_route_cells_drive_above_1_share_pct 14.3 \
    chipHeight_um 82.9 \
    crit_family "simple AND/OR/NAND/NOR gates" \
    grt.total_usage_pct 10.7 \
    yosys_cell_types 37 \
    wl_per_cell_um 9.50 \
    numCtsBuffers 5 \
    area_leaders "sky130_fd_sc_hd__dfxtp_1 34%, sky130_fd_sc_hd__edfxtp_1 17%, sky130_fd_sc_hd__xor2_1 5.8%, sky130_fd_sc_hd__and2_1 4.5%, sky130_fd_sc_hd__xnor2_1 4.5%" \
    timing.critical_path.buf_inv 2 \
    slew_headroom_pct 57.8 \
    detailedRoute.firstIterationViolations 36 \
    place_hpwl_um 2210 \
    finClkSkew_ns 0.0162 \
    detailed_place.area_mm2 0.00222 \
    rows 29 \
    grt_max_degree 22 \
    timing.rr.start "transmit_counter[0]" \
    route.detailed.vias_per_inst 4.45 \
    synth-seq-area-share_pct 50.4 \
    timing.final.ws_setup_ns -0.0678 \
    wl_um 3320 \
    worstMarginPinSlew_ns 0.628 \
    cts-root-buf "sky130_fd_sc_hd__clkbuf_8" \
    ctsHtreeMaxLevel 2 \
    flow.area_growth_from_synthesis_pct 29.3 \
    syn_inst 195 \
    rsz0062_at_grt "yes" \
    startpoint "transmit_phase[0]" \
    worst-endpoint-arrival_ns 3.03 \
    timing_worst_setup_path_type "reg -> out" \
    clock_slew_seen_by_the_registers_of_the_worst_setup_and_hold_paths_ns 0.03 \
    place.gp.congestion 0.805 \
    worst_path_largest_cell_delay_ns 0.39 \
    timing.critical_path.depth 3 \
    tritoncts "done" \
    number_of_global_route_vias_before_repair 1534 \
    filler_cell_count 623 \
    postRouteAntennaNets 0 \
    rr_worst_depth 4 \
    p_per_area_mw_per_mm2 378 \
    violated_checks "negative setup slack" \
    warnings 72 \
    timing.hold.worst_path_depth 1 \
    number_of_placed_instances_taps_included 287 \
    run_status "finished, violations left" \
    layout.cells.non_filler 349 \
    final_global_route_overflow_total 0 \
    ys_seq_elements 44 \
    yosys_warnings 1 \
    coreArea_mm2 0.00635 \
    fin_area_mm2 0.00254 \
    peakVddDrop_mv 0.241 \
    start_kind "register" \
    hold_viol_final 0 \
    synth_top_area_share_pct 33.6 \
    drt_pre_antenna_iters 4 \
    die.size.x_um 82.9 \
    finalSetupTns_ns -0.0678 \
    syn_avg_cell_area_um2 10.1 \
    final_slew_violations 0 \
    cts_hold_buffers 0 \
    count_of_input_and_output_buffers 13 \
    post_synth_instance_area_mm2 0.00197 \
    remaining_drc_errors 0 \
    yosys_cell_count 195 \
    clock_sink_count 44 \
    worstHoldPathType "reg -> reg" \
]
[synth_stat cells (4+ instances only)]
cell type	count
sky130_fd_sc_hd__and2_1	14
sky130_fd_sc_hd__nor3_1	7
sky130_fd_sc_hd__o21ai_0	6
sky130_fd_sc_hd__nand4_1	6
sky130_fd_sc_hd__nand3_1	12
sky130_fd_sc_hd__ha_1	5
sky130_fd_sc_hd__dfxtp_1	33
sky130_fd_sc_hd__xor2_1	13
sky130_fd_sc_hd__edfxtp_1	11
sky130_fd_sc_hd__nor2_1	12
sky130_fd_sc_hd__xnor2_1	10
sky130_fd_sc_hd__nand2_1	14
sky130_fd_sc_hd__clkbuf_1	4
sky130_fd_sc_hd__inv_1	9
[cell usage in the layout, fill, tap and decap left out, drive strengths merged, types with 11 or more instances in the layout]
cell	synthesis	final
inv	9	53
dfxtp	33	33
buf	0	19
and2	14	14
nand2	14	14
xor2	13	13
nand3	12	12
nor2	12	12
edfxtp	11	11
dlygate4sd2	0	11
[state kept, by name, summed over array words and instances (netlist names)]
name              flops
transmit_phase        3
pixel_counter         6
state                 1
idle_counter         20
transmit_counter      9
frame_counter         5
[kinds of logic (layout without fill, tap and decap cells)]
kind of cell | after synthesis | count (layout) | synth area share (%)
mux | 2 | 2 | 1.02
compound gates | 17 | 17 | 5.60
buf+inv | 13 | 90 | 2.48
simple gates | 91 | 91 | 27.1
flops | 44 | 44 | 50.4
xor+xnor | 23 | 23 | 10.2
fa+ha+maj | 5 | 5 | 3.18
[timing repair]
| item | CTS | global route |
|---|---|---|
| resized | 21 | 4 |
| pin swaps | 3 | 2 |
| buffers inserted | 11 | 0 |
| setup endpoints to repair | 13 | 2 |
[metrics by stage]
| step | power, mW | hold WS, ns | setup WS, ns | utilization, % |
|---|---|---|---|---|
| after global routing | 1.05 | 0.468 | -0.139 | 40.0 |
| after CTS | 0.993 | 0.445 | -0.0817 | 39.9 |
| after global placement | 0.574 | 0.433 | -0.161 | 35.0 |
| after floorplan | 0.574 | 0.418 | 0.311 | - |
| after detailed placement | 0.574 | 0.440 | -0.163 | 35.0 |
| final | 0.962 | 0.442 | -0.0678 | 40.0 |
[worst paths after layout]
check | end | slack, ns
setup / recovery | load_sreg | -0.07
setup reg to reg | pixel_counter[0] | 1.69
hold reg to reg | transmit_counter[0] | 0.44
hold / removal | transmit_counter[0] | 0.44
[cell type report]
| cell class | count | area [µm²] | share of cell area (%) |
|---|---|---|---|
| clock inverter | 47 | 181 | 7.14 |
| timing repair buffer | 30 | 234 | 9.20 |
| inverter | 8 | 30.0 | 1.18 |
| multi-input combinational | 138 | 938 | 36.9 |
| tap | 77 | 96.3 | 3.79 |
| clock buffer | 5 | 68.8 | 2.71 |
| sequential | 44 | 993 | 39.1 |
[where the power goes]
part	total (mW)	switching, mW	leakage [nW]	internal (mW)
clock	0.468	0.276	0.275	0.192
combinational	0.000000583	0	0.583	0
sequential	0.494	0	0.395	0.494
[routing by layer]
layer	global-route usage [%]	part of all wire (%)
met1	13.8	52
met5	0	0
met2	15.1	44
met4	5.64	1.2
met3	4.94	3.1
Power and IR drop assume default switching activity.
