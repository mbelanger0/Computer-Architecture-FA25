`/design/flow/run.sh`:
```
#!/bin/bash
# OpenROAD 26Q1-2900-gdf79404cd8, Yosys 0.63+post, stock flow scripts
make -C /OpenROAD-flow-scripts/flow DESIGN_CONFIG=/design/flow/config.mk WORK_HOME=/design/flow/orfs finish
```
`/design/flow/config.mk`:
```
export PLATFORM = sky130hd
export DESIGN_NAME = game_of_life
export DESIGN_NICKNAME = game_of_life
export VERILOG_FILES = /design/flow/design.v
export SDC_FILE = /design/flow/constraint.sdc
export NUM_CORES = 4
export LEC_CHECK = 1
export CORE_UTILIZATION = 50
```
`/design/flow/design.v`:
```
module game_of_life (
    input logic clk,
    input logic update,
    input logic [63:0] current_bits,
    output logic [63:0] next_bits
);
    localparam num_rows = 8;
    localparam num_cols = 8;
    int idx;
    int neighbors;
    logic alive;
    int neighbor_row;
    int neighbor_col;
    int nidx;
    always_ff @(posedge clk) begin
        if (update) begin
            for (int row = 0; row < num_rows; row++) begin
                for (int col = 0; col < num_cols; col++) begin
                    idx = row * num_cols + col;
                    neighbors = 0;
                    for (int delta_row = -1; delta_row <= 1; delta_row++) begin
                        for (int delta_col = -1; delta_col <= 1; delta_col++) begin
                            if (!(delta_row == 0 && delta_col == 0)) begin
                                neighbor_row = (row + delta_row + num_rows) % num_rows;
                                neighbor_col = (col + delta_col + num_cols) % num_cols;
                                nidx = neighbor_row * num_cols + neighbor_col;
                                if (current_bits[nidx])
                                    neighbors = neighbors + 1;
                            end
                        end
                    end
                    alive = current_bits[idx];
                    if (alive) begin
                        if ((neighbors == 2) || (neighbors == 3))
                            next_bits[idx] <= 1'b1;
                        else
                            next_bits[idx] <= 1'b0;
                    end
                    else begin
                        if (neighbors == 3)
                            next_bits[idx] <= 1'b1;
                        else
                            next_bits[idx] <= 1'b0;
                    end
                end
            end
        end
    end
endmodule
```
`/design/flow/constraint.sdc`:
```
current_design game_of_life

set clk_period 3.0
set clk_io_pct 0.2

create_clock -name clk0 -period $clk_period [get_ports {clk}]

set non_clock_inputs [all_inputs -no_clocks]
set_input_delay [expr $clk_period * $clk_io_pct] -clock clk0 $non_clock_inputs
set_output_delay [expr $clk_period * $clk_io_pct] -clock clk0 [all_outputs]
```
==> impl_metrics.toml <==
# yosys + openroad results
[run_status]
status = "complete, but fails checks"
violations = "setup timing"

[layout]
largestRegisters = "next_bits: 64 flops"
final_cells = 6290
largest_reg_flops = 64
regMostFlops = "next_bits"
final_core_util_pct = 92.3
layout-drive-gt1-share_pct = 53.4
fillers = 1930
area_delta_synth_final_pct = 80.7

[critical_path]
startpoint = "current_bits[54]"
crit_fanout = 3
crit_required_ns = 3.25
crit_path_end_kind = "register"
worstPathArrival_ns = 4.89
start_kind = "input pin"
path_class = "in -> reg"

[floorplanning]
pin_count = 130
core-area_um2 = 59500
chipArea_um2 = 61700
die_y_um = 248
row_count = 89
floorplan.core_util_pct = 51.1
fp.dieW_um = 248

[sta]
min_period_ns = 4.64
drv_slew = 0
hold_violations = 0
rsz0062_at_grt = "true"
setup_ws_ns = -1.64
setup_viol = 64
max-slew-margin-rel_pct = 31.4
finalCritPeriodShare_pct = 155
whs_ns = 0.777
fmax_mhz = 216
worst_pin_slew_ns = 1.02

[power]
leakage_nw = 24.2
p_per_area_nw_per_um2 = 522
ir_drop_mv = 0.487

[yosys]
ys.flops = 64
ys_cells = 3880
yosys_most_used_dff = "edfxtp_1"
yosysTopAreaCell = "ha_1"
edf_count = 64
most_common_cell = "nand2_1"
ys_async_sr_fraction_pct = 0
syn-cell-area_um2 = 30400
netlist_instances = 3880
ys_top_cells_by_count = "nand2_1 (489), ha_1 (448), xnor2_1 (402), nor2_1 (254), xor2_1 (203)"
avgSynthCellArea_um2 = 7.83
synthDistinctLibCells = 95
ys_seq_share_pct = 6.33
topCellsByArea = "ha_1 (18%), xnor2_1 (12%), edfxtp_1 (6.3%)"
ys_area_um2 = 30400
ys_warn_count = 1
yosys.area.top_type_share_pct = 18.5

[clock_network]
cts_hold_buffers = 0
cts-htree-levels = 3
cts_made_buffers = 9
cts_root_buf = "clkbuf_16"
cts_tree = "built"
cts_num_sinks = 64
clk_pin_slew_worst_paths_ns = 0.08
cts_buffer_depth = 2

[routing]
wl_per_cell_um = 21.9
wirelength_mm = 138
drc_errors = 0
viasPerCell = 6.10
drtIter0Drc = 3011
postRouteAntennaNets = 0
vias = 38376
firstDrtPassIters = 7

[place]
gp_congestion = 0.958
dp_cells = 5845
portBuffers = 129
hpwlAfterDp_mm = 75.5

[min_path]
min_from = "update"
holdCritPathClass = "in -> reg"

[job]
cap_violations = 0
warning_count = 94

[global_route]
grt_pass1_wl_mm = 180
antenna_found_initial = 4
grt_pass1_vias = 35559
grt_max_degree = 36
grt_usage_pct = 36.0
grt_overflow = 0
-- stage by stage --
step	power, mW	instance area [um2]	setup TNS, ns	setup slack, ns
final	28.7	54900	-63.66	-1.64
after global routing	30.4	54900	-70.51	-1.58
after CTS	24.6	51400	-59.02	-1.22
after detailed placement	20.4	44800	-125.39	-2.23
after global placement	19.8	44800	-121.32	-2.17
after floorplan	13.4	35200	-81.42	-1.65
-- repair_timing --
item | CTS | global route
gates resized | 1050 | 576
cloned | 8 | 2
pin swaps | 554 | 483
endpoints found under the setup margin | 64 | 64
setup buffers | 341 | 124
-- critical path, stage by stage --
cell	delay, ns
buf_12	0.11
ha_2	0.21
nor2_2	0.17
nor2_1	0.07
ha_1	0.32
nand2_2	0.11
o31ai_4	0.08
ha_1	0.32
mux2_4	0.30
ha_4	0.21
a221o_1	0.34
ha_1	0.28
mux2_4	0.29
ha_4	0.31
nand2b_4	0.09
nor2_1	0.29
nand2_1	0.21
o211ai_1	0.23
nor2_1	0.17
nor3_1	0.17
-- area by class of cell --
class | count | area, um2 | share of cell area (%)
Antenna cell | 1 | 2.50 | 0.00456
Clock buffer | 10 | 229 | 0.417
Clock inverter | 5 | 25.0 | 0.0456
Inverter | 187 | 1260 | 2.29
Multi-Input combinational cell | 3420 | 34700 | 63.2
Sequential cell | 64 | 1920 | 3.50
Tap cell | 773 | 967 | 1.76
Timing Repair Buffer | 1830 | 15800 | 28.8
-- report_power, final --
group / total, mW / switching, mW / internal (mW)
logic: 25.9 / 11.9 / 14.1
clock network: 1.17 / 0.619 / 0.550
registers: 1.56 / 0.136 / 1.42
total: 28.7 / 12.6 / 16.0
-- final timing paths --
check / end / cells after the start
max: next_bits[63]$_DFFE_PP_ / 20
min: next_bits[23]$_DFFE_PP_ / 1
-- layout by cell type (no fill, tap or decap), types with 44 or more instances in the layout --
master           synthesis  routed
a21oi_1                 88      59
a31oi_1                 70      57
and2_1                  94      44
and2_4                   1      51
buf_12                   0      76
buf_4                    3    1534
buf_6                    3     105
clkdlybuf4s50_1          0      64
edfxtp_1                64      64
ha_1                   448     148
ha_4                     0     261
inv_1                  148      86
mux2_4                   0      55
nand2_1                489     373
nand2_2                  0      75
nand3_1                153     147
nand4_1                 67      67
nor2_1                 254     159
nor2_2                   0      56
o21ai_0                 83      49
xnor2_1                402     377
xnor3_1                 67      67
xor2_1                 203     172
-- logic make-up after synthesis --
logic type               count (synthesis)  synth area share, %
AND/OR/NAND/NOR                       1430                 23.2
adder cells (fa/ha/maj)                449                 18.5
XOR/XNOR                               714                 25.5
flip-flops                              64                 6.33
multiplexers                           118                 4.16
AND-OR/OR-AND                          709                 17.1
buffers and inverters                  396                 5.21
-- per-layer routing --
metal	vias up	GRT usage [%]	part of all wire, %
met1	18429	50.4	41
met3	508	5.95	11
met2	2067	58.2	43
li1	17368	-	-
met5	-	0	0.012
met4	4	9.44	5.6
Power figures rest on the tool's default switching activity, not on a simulated workload.
